[design/flow/config.mk]
export PLATFORM = sky130hd
export DESIGN_NAME = kernel
export DESIGN_NICKNAME = kernel
export VERILOG_FILES = /design/flow/design.v
export SDC_FILE = /design/flow/constraint.sdc
export NUM_CORES = 4
export LEC_CHECK = 1
export CORE_AREA = 10 10 91 91
export DIE_AREA = 0 0 101 101
[design/flow/constraint.sdc]
current_design kernel

set clk_period 1.0
set clk_io_pct 0.2

create_clock -name clk0 -period $clk_period [get_ports {clk_in}]

set non_clock_inputs [all_inputs -no_clocks]
set_input_delay [expr $clk_period * $clk_io_pct] -clock clk0 $non_clock_inputs
set_output_delay [expr $clk_period * $clk_io_pct] -clock clk0 [all_outputs]
[design/flow/design.v]
module kernel (
    clk_in,
    rst_in,
    activation_in,
    weight_in,
    psum_in,
    activation_out,
    psum_out
);
input              clk_in, rst_in;
input        [8:0] activation_in;
input        [8:0] weight_in;
input        [6:0] psum_in;
output reg   [6:0] psum_out;  
output reg   [8:0] activation_out;
reg                partial_product  [0:8];
reg          [3:0] population_count;
reg          [6:0] sum;
integer i;
always @(*) begin
    for (i = 0; i < 9; i = i + 1) begin
        partial_product[i] = activation_in[i] ~^ weight_in[i];
    end
end
always @(*) begin
    population_count = partial_product[0] +
                       partial_product[1] +
                       partial_product[2] +
                       partial_product[3] +
                       partial_product[4] +
                       partial_product[5] +
                       partial_product[6] +
                       partial_product[7] +
                       partial_product[8];    
end
always @(*) begin
    sum = (2 * population_count - 5'd9) + psum_in;
end
always @(posedge clk_in or negedge rst_in) begin
    if (rst_in == 1'b0) begin
        psum_out <= 7'b0;
        activation_out <= 9'd0;
    end
    else begin
        psum_out <= sum;
        activation_out <= activation_in;
    end
end
endmodule
[design/flow/run.sh]
#!/bin/bash
# OpenROAD 26Q1-2900-gdf79404cd8, Yosys 0.63+post, stock flow scripts
make -C /OpenROAD-flow-scripts/flow DESIGN_CONFIG=/design/flow/config.mk WORK_HOME=/design/flow/orfs finish
==> reports/metrics.csv <==
metric;value;unit
Chip Area, Yosys;960;um^2
Max Fclk;254;MHz
Final Cycle Share;3.93;
post-DR wirelength/cell;11.0;um
Finished Cell Area;1670;um^2
outcome;complete, but fails checks;
Finished Layout Cells;224;
Rows;29;
final number of hold-violating endpoints;0;
main area contributors;dfrtp_1, fa_1, ha_1;
number of enable flip-flop cells;0;
Combinational Area;599;um^2
largest net degree at the start of global routing;17;
Commonest cells post-synth;dfrtp_1, inv_1, xor2_1;
DR pass1 iterations;4;
Basic Gates by Area;0.0639;
initial antenna violation count;0;
Metal-1 WL;998;um
post-place instance area;1620;um^2
area leader, netlist;dfrtp_1;
crit path kind;in2reg;
max cap viols;0;
core area;6350;um^2
Detail Route Antenna Nets;0;
vias per cell;3.54;
mux share;0.0104;
Post-Route Utilization;0.263;
prevailing post-synth register cell;dfrtp_1;
startpoint class of the critical path;primary input;
CTS Buf Count;3;
DRC viols;0;
RePlAce Congestion;0.753;
Leakage;0.774;nW
Die Ht;101;um
wire length of the first global-routing pass;3830;um
Setup WS post-layout;-2930;ps
GRT Total Usage;0.0451;
Storage cell area;400;um^2
total chip power;6.33;mW
Synth-to-Final Area Change;74.3;%
Distinct cells, synth;21;
hold_buf cts;0;
Slew Limit Fails;0;
number of buffers on the longest clock path;2;
Synth Instances;83;
num ports;43;
Max Used Layer;met4;
power per cell area;3780;nW/um^2
Slew HR;0.799;
Root Buffer;clkbuf_8;
crit path DAT;4100;ps
Port Buf Inserts;42;
Die W;101;um
XOR/XNOR Area Share;0.146;
Critical Path Start;weight_in[0];
stage-log warning count;28;
drt total wl;2460;um
CP endpoint kind;flop;
area share, top type;0.417;
worst hold path class;in2reg;
clock sink count;16;
CTS tree;yes;
final count of negative-setup-slack endpoints;6;
clock-pin slew on the worst setup and hold paths;60;ps
routed wl met3;198;um
register area share after synthesis;0.417;
vias in the first global route;852;
via count;794;
Worst Hold Slack;66.9;ps
grt ovf;0;
most frequent cell after synthesis;dfrtp_1;
layout cells sized above 1;0.401;
die area;10200;um^2
comb area leader;adder cells;
detailed placer's ending HPWL;2100;um
peak supply drop;1.56;mV
worst slack at placement;-3660;ps
WL met2;1230;um
Post-Syn Area;960;um^2
crit path capture;psum_out[6];
syn avg cell area;11.6;um^2
Fillers;650;
ant diodes;0;
H-Tree Depth;1;
CP max FO;3;
unrepaired setup endpoints after global routing;yes;
fraction of registers with async set/reset;1.00;
Worst Tran Pin Value;298;ps
Yosys reg bits;16;
AND-OR/OR-AND share of the synthesized area;0.0900;
yosys warns;2;
yosys cell count;83;
fp_density;0.151;
worst endpoint required time;1170;ps
Tmin final;3930;ps
fa+ha+maj area frac;0.229;
Placed Cells;218;
failing checks;negative setup slack;
setup_tns;-16040;ps
Initial DRC Count;12;
## registers in the layout, summed over array words and instances, names as in the netlist
signal          flops
activation_out      9
psum_out            7
## worst min-delay path by stage
stage / slack, ps / startpoint / to / cells past startpoint
CTS: 60 / activation_in[0] / activation_out[0] / 1
global route: 50 / activation_in[0] / activation_out[0] / 1
finish: 70 / activation_in[0] / activation_out[0] / 1
## what timing repair did
action / in CTS / in global routing
setup buffers: 2 / 1
pin swaps: 17 / 17
hold endpoints to repair: 0 / 0
setup endpoints to repair: 22 / 19
resized: 69 / 17
## report_power, final
group / internal, mW / switching (mW) / total, mW / leakage [nW]
clock network: 0.266 / 0.202 / 0.468 / 0.0216
registers: 0.849 / 0.0365 / 0.886 / 0.186
logic: 2.91 / 2.06 / 4.97 / 0.567
## cells by family (layout without fill, tap and decap cells)
logic type / after synthesis / count (layout)
adder cells (fa/ha/maj): 14 / 14
AND/OR/NAND/NOR: 13 / 13
multiplexers: 1 / 1
buffers and inverters: 11 / 75
AND-OR/OR-AND: 12 / 12
flip-flops: 16 / 16
XOR/XNOR: 16 / 16
## layout make-up
| class | instances | share of cell area |
|---|---|---|
| clock buffer | 3 | 0.0247 |
| inverter | 11 | 0.0247 |
| multi-input combinational | 56 | 0.358 |
| sequential | 16 | 0.239 |
| tap | 77 | 0.0576 |
| timing repair buffer | 61 | 0.295 |
## metal layers
| metal | global-route usage | vias to the layer above |
|---|---|---|
| met2 | 0.0767 | 20 |
| met1 | 0.0548 | 378 |
| met3 | 0.0139 | 2 |
| met4 | 0.00965 | 0 |
| met5 | 0 | - |
| li1 | - | 394 |
## worst max-delay path, cell delays in order
cell and delay (ps):
buf_6 90, xor2_2 170, fa_1 550, fa_1 430, fa_1 460, fa_2 370, fa_2 500, ha_4 190
buf_4 130, o21bai_1 140, o41ai_2 100, ha_1 210, or2_2 300, o22ai_2 120, xnor2_1 120
## cells in the final DEF (no fill, tap or decap), types with 2 or more instances in the layout
| master | n |
|---|---|
| a21oi_1 | 4 |
| buf_2 | 6 |
| buf_4 | 16 |
| buf_6 | 3 |
| clkbuf_2 | 13 |
| clkbuf_8 | 3 |
| clkdlybuf4s50_1 | 20 |
| dfrtp_1 | 16 |
| fa_1 | 4 |
| fa_2 | 2 |
| ha_1 | 6 |
| ha_4 | 2 |
| inv_1 | 8 |
| inv_2 | 3 |
| nand2_1 | 5 |
| nor2_1 | 3 |
| nor2b_1 | 4 |
| xnor2_1 | 3 |
| xnor2_2 | 3 |
| xor2_1 | 7 |
| xor2_2 | 3 |
Power and IR drop assume default switching activity.

==> design/flow/design.v <==
module BCNN (
    clk_in,
    reset_in,
    data_in,
    weight_in,
    bias_in,
    data_out
);
input              clk_in, reset_in;
input        [8:0] data_in;
input        [8:0] weight_in;
input        [3:0] bias_in;  
output reg         data_out;
reg                binarized_out;
reg                partial_product  [0:8];
reg          [3:0] population_count;
reg          [4:0] true_sum;
integer i;
always @(*) begin
    for (i = 0; i < 9; i = i + 1) begin
        partial_product[i] = data_in[i] ~^ weight_in[i];
    end
end
always @(*) begin
    population_count = partial_product[0] +
                       partial_product[1] +
                       partial_product[2] +
                       partial_product[3] +
                       partial_product[4] +
                       partial_product[5] +
                       partial_product[6] +
                       partial_product[7] +
                       partial_product[8];    
end
always @(*) begin
    true_sum = 2 * population_count - 5'd9 + {bias_in[3], bias_in};
    if (true_sum[4] == 1'b1) begin
        binarized_out = 0;
    end
    else begin
        binarized_out = 1;
    end
end
always @(posedge clk_in or negedge reset_in) begin
    if (reset_in == 1'b0) begin
        data_out <= 1'b0;
    end
    else begin
        data_out <= binarized_out;
    end
end
endmodule
==> design/flow/run.sh <==
#!/bin/bash
# OpenROAD 26Q1-2900-gdf79404cd8, Yosys 0.63+post, stock flow scripts
make -C /OpenROAD-flow-scripts/flow DESIGN_CONFIG=/design/flow/config.mk WORK_HOME=/design/flow/orfs finish
==> design/flow/config.mk <==
export PLATFORM = sky130hd
export DESIGN_NAME = BCNN
export DESIGN_NICKNAME = BCNN
export VERILOG_FILES = /design/flow/design.v
export SDC_FILE = /design/flow/constraint.sdc
export NUM_CORES = 4
export LEC_CHECK = 1
export CORE_AREA = 10 10 70 70
export DIE_AREA = 0 0 80 80
==> design/flow/constraint.sdc <==
current_design BCNN

set clk_period 1.0
set clk_io_pct 0.2

create_clock -name clk0 -period $clk_period [get_ports {clk_in}]

set non_clock_inputs [all_inputs -no_clocks]
set_input_delay [expr $clk_period * $clk_io_pct] -clock clk0 $non_clock_inputs
set_output_delay [expr $clk_period * $clk_io_pct] -clock clk0 [all_outputs]
==> qor.yml <==
finalWorstSetupSlack_ns: -2.91
worstPathMaxFanout: 2
ys.flops: 1
die_w_um: 80
end_kind: "flip-flop"
largest_reg_flops: 1
hpwl_um: 899
hold_class: "primary input to async pin"
ys_types: 10
top_regs: "data_out x1"
syn_to_final_growth_pct: 76.5
syn-instance-count: 43
vias: 327
timing.fmax_mhz: 256
ys_seq_share_pct: 6.27
drtIter0Drc: 1
slew_violations: 0
yosysChipArea_sq_um: 399
finalWirelength_um: 917
ant_nets: 0
tightest_slew_ns: 0.251
cts_hold_buf: 0
power.density_nw_per_um2: 1590
io_pins: 25
arrival_ns: 3.78
final_common_cell: "clkdlybuf4s50_1"
setup_viol: 1
path_clk_slew_ns: 0
antenna_found_initial: 0
cap_violations: 0
post-cts-setup-buffer-count: 0
drt_first_pass_iters: 2
ir_worst_vdd_mv: 0.463
drive_above_1_share_pct: 17.6
initCoreUtil_pct: 11.7
slew_headroom_pct: 83.2
post-route-util_pct: 20.6
syn-cell-area_sq_um: 399
drc_errors: 0
startpoint: "weight_in[0]"
grt_pass1_wl_um: 1580
synth.avg_cell_area_sq_um: 9.28
yosysWarnings: 2
post_drt_wl_per_cell_um: 8.04
vias_per_cell: 2.87
status: "finished, violations left"
dieArea_sq_um: 6400
ys_cells: 43
port-buffer-count: 24
p_leak_nw: 0.314
finalHoldViolations: 0
cp-start-kind: "primary input"
hold-worst-slack_ns: 0.349
violations: "setup timing"
overflow: 0
die_y_um: 80
endpoint: "data_out"
num_rows: 21
required_ns: 0.87
tool_warnings: 31
grt_start_max_net_pins: 3
min_period_ns: 3.91
stdcell_count: 114
critPathKind: "primary input to flip-flop"
layout.cells.most_common_list: "18 x clkdlybuf4s50_1, 10 x inv_1, 7 x ha_1"
core-area_sq_um: 3420
grt_pass1_vias: 380
finalClockPeriodUsage_pct: 391
post-place-cells: 114
diodes: 0
grt.total_usage_pct: 2.94
gp_congestion: 0.755
max_flop_register: "data_out"
rsz0062_at_grt: "true"
==> worst max-delay path, stage by stage <==
cell and delay [ns]:
buf_6 0.10, xor2_2 0.17, fa_1 0.58, fa_1 0.44
fa_1 0.51, inv_2 0.04, fa_2 0.34, inv_2 0.06
fa_1 0.40, ha_1 0.29, inv_1 0.04, ha_1 0.27
nand2_1 0.04, o21bai_1 0.11, a21oi_1 0.09, xnor2_1 0.12
==> report_power, final <==
part	switching [mW]	internal, mW	total [mW]
Clock	0	0	0
Combinational	0.462	0.586	1.05
Sequential	0.00453	0.0707	0.0753
Total	0.466	0.657	1.12
==> timing repair <==
item	4_1_cts	5_1_grt
setup endpoints to repair	1	1
resized	26	1
pin swaps	14	12
==> metrics by stage <==
| stage | power, mW | setup TNS, ns | area, sq um | worst slack, ns |
|---|---|---|---|---|
| after floorplan | 0.836 | -2.67 | 402 | -2.67 |
| after global placement | 1.12 | -3.23 | 707 | -3.23 |
| after detailed placement | 1.14 | -3.26 | 707 | -3.26 |
| after CTS | 1.16 | -3.08 | 698 | -3.08 |
| after global routing | 1.33 | -3.07 | 704 | -3.07 |
| final | 1.12 | -2.91 | 704 | -2.91 |
==> routing by layer <==
layer  up-vias  share of wire (%)  GRT usage [%]  routed length (um)
met5         -                  0              0                   0
met4         0                  0              0                   0
met3         0                 13           1.02                 116
met2        14                 48           5.38                 439
met1       138                 39           3.39                 361
li1        175                  -              -                   -
==> final cells by class <==
cell class / instances / area [sq um]
inverter: 12 / 45.0
fill: 383 / 2710
timing repair buffer: 25 / 230
tap: 46 / 57.6
sequential: 1 / 25.0
multi-input combinational: 30 / 347
==> cell families (layout without fill, tap and decap cells) <==
kind of cell	Yosys count	count (layout)	synth area share, %
flip-flops	1	1	6.27
AND/OR/NAND/NOR	2	2	2.51
XOR/XNOR	13	13	28.5
adder cells (fa/ha/maj)	12	12	47.0
buffers and inverters	12	37	11.3
AND-OR/OR-AND	3	3	4.39
==> synthesized netlist by cell type <==
| cell | instances | area share (%) |
|---|---|---|
| o21bai_1 | 1 | 1.9 |
| nor2b_1 | 1 | 1.6 |
| xor2_1 | 7 | 15 |
| nand2_1 | 1 | 0.94 |
| inv_1 | 12 | 11 |
| xnor2_1 | 6 | 13 |
| fa_1 | 5 | 25 |
| ha_1 | 7 | 22 |
| dfrtp_1 | 1 | 6.3 |
| a21oi_1 | 2 | 2.5 |
==> worst min-delay path by stage <==
stage / start / to / slack (ns) / cells past startpoint
finish: reset_in / data_out / 0.35 / 1
global route: reset_in / data_out / 0.36 / 1
CTS: reset_in / data_out / 0.35 / 1
Power and IR drop assume default switching activity.
